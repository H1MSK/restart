==> design/flow/design.v <==
module sync_fifo_controller#(
    parameter SIZE = 32,
    parameter DATA_WIDTH = 32,
    parameter ADDR_WIDTH = $clog2(SIZE-1)+1
)(
    input                   reset,
    input                   clk,
    input                   fifo_wr_en,
    output reg              fifo_full,
    input[DATA_WIDTH-1:0]   fifo_wr_data,
    input                   fifo_rd_en,
    output[DATA_WIDTH-1:0]  fifo_rd_data,
    output reg              fifo_empty,
    output                  fifo_wr_err,
    output                  fifo_rd_err,
    output[ADDR_WIDTH-1:0]  bram_addra,
    output                  bram_clka,
    output[DATA_WIDTH-1:0]  bram_dina,
    output                  bram_ena,
    output                  bram_wea,
    output[ADDR_WIDTH-1:0]  bram_addrb,
    output                  bram_clkb,
    output                  bram_rstb,
    input[DATA_WIDTH-1:0]   bram_doutb,
    output                  bram_enb,
    input                   bram_rst_busy
);
    reg[ADDR_WIDTH-1:0]  read_addr;
    reg[ADDR_WIDTH-1:0]  write_addr;
    reg[ADDR_WIDTH:0]  data_cnt;
    wire next_fifo_full = (data_cnt == SIZE);
    wire next_fifo_empty = (data_cnt == 0);
    wire internal_reset = reset | bram_rst_busy;
    assign bram_addra = write_addr;
    assign bram_clka = clk;
    assign bram_dina = fifo_wr_data;
    assign bram_ena = fifo_wr_en;
    assign bram_wea = 1;   
    assign bram_addrb = read_addr;
    assign bram_clkb = clk;
    assign bram_rstb = reset;
    assign fifo_rd_data = bram_doutb;
    assign bram_enb = 1;
    assign fifo_wr_err = (data_cnt == SIZE && fifo_wr_en);
    assign fifo_rd_err = (data_cnt == 0 && fifo_rd_en);
    wire[ADDR_WIDTH-1:0] next_read_addr;
    wire[ADDR_WIDTH-1:0] next_write_addr;
    generate
        if ($clog2(SIZE) != $clog2(SIZE - 1)) begin
            assign next_read_addr = read_addr + 1;
            assign next_write_addr = write_addr + 1;
        end else begin
            wire[ADDR_WIDTH-1:0] rdaddress_add_1 = read_addr + 1;
            wire[ADDR_WIDTH-1:0] wraddress_add_1 = write_addr + 1;
            assign next_read_addr = rdaddress_add_1 == SIZE ? 0 : rdaddress_add_1;
            assign next_write_addr = wraddress_add_1 == SIZE ? 0 : wraddress_add_1;
        end
    endgenerate
    always@(posedge clk)
    if (internal_reset)
        read_addr <= 0;
    else if (fifo_rd_en && ~next_fifo_empty)
        read_addr <= next_read_addr;
    always@(posedge clk)
    if (internal_reset)
        write_addr <= 0;
    else if (fifo_wr_en && ~next_fifo_full)
        write_addr <= next_read_addr;
    always@(posedge clk)
    if (internal_reset)
        fifo_full <= 0;
    else
        fifo_full <= next_fifo_full;
    always@(posedge clk)
    if (internal_reset)
        fifo_empty <= 1;
    else
        fifo_empty <= next_fifo_empty;
    always@(posedge clk)
    if (internal_reset)
        data_cnt <= 0;
    else if (fifo_wr_en && ~fifo_rd_en && ~next_fifo_full)
        data_cnt <= data_cnt + 1;
    else if (fifo_rd_en && ~fifo_wr_en && ~next_fifo_empty)
        data_cnt <= data_cnt - 1;
    else
        data_cnt <= data_cnt;
endmodule
==> design/flow/run.sh <==
#!/bin/bash
# OpenROAD 26Q1-2900-gdf79404cd8, Yosys 0.63+post, stock flow scripts
make -C /OpenROAD-flow-scripts/flow DESIGN_CONFIG=/design/flow/config.mk WORK_HOME=/design/flow/orfs finish
==> design/flow/config.mk <==
export PLATFORM = sky130hd
export DESIGN_NAME = sync_fifo_controller
export DESIGN_NICKNAME = sync_fifo_controller
export VERILOG_FILES = /design/flow/design.v
export SDC_FILE = /design/flow/constraint.sdc
export NUM_CORES = 4
export LEC_CHECK = 1
export CORE_AREA = 10 10 107 107
export DIE_AREA = 0 0 117 117
==> design/flow/constraint.sdc <==
current_design sync_fifo_controller

set clk_period 2.8
set clk_io_pct 0.2

create_clock -name clk0 -period $clk_period [get_ports {clk}]

set non_clock_inputs [all_inputs -no_clocks]
set_input_delay [expr $clk_period * $clk_io_pct] -clock clk0 $non_clock_inputs
set_output_delay [expr $clk_period * $clk_io_pct] -clock clk0 [all_outputs]
==> GITHUB_STEP_SUMMARY <==
### Yosys + OpenROAD results

| Metric | Value |
|---|---|
| Status | `finished, final reports clean` |
| FFs w/ async S/R, synth | `0%` |
| P_leak | `~0.00070 uW` |
| Util after Layout | `about a fifth` |
| Part of the power in registers | `roughly a third` |
| Num ports | `155` |
| Rel. slew slack | `approximately 65%` |
| Post-DP HPWL | `about 2900 um` |
| Via count | `between 1000 and 1500` |
| Dpl cells | `roughly 290` |
| Cell Type Count | `~55` |
| Top sig layer | `met4` |
| Port-buffer cells | `24` |
| Grt total ovfl | `0` |
| Largest net degree at the start of global routing | `18` |
| Avg Cell Area, Syn | `about 8.6 um2` |
| Crit-path max FO | `5` |
| Register share after synthesis | `about 23%` |
| Critical path class | `reg -> out` |
| RSZ-0062 raised after global routing | `false` |
| DIE WIDTH | `roughly 120 um` |
| Clock slew seen by the registers of the worst setup and hold paths | `approximately 0.080 ns` |
| Synth area leader | `buf_4` |
| Resized cells post-CTS | `0` |
| Placer Congestion | `0.828` |
| Antenna Nets Post-Route | `0` |
| Drt pass-1 iters | `4` |
| Post-CTS Setup Bufs | `0` |
| Initial drt markers | `between 70 and 80` |
| Placeable Area | `between 9000 and 10000 um2` |
| DR DRC count | `0` |
| Crit path DAT | `approximately 2.1 ns` |
| Combinational power share | `between 20 and 25%` |
| Placed Instance Area | `around 1800 um2` |
| CP Launch Type | `flop` |
| Fin. Hold Viols | `0` |
| Clk network pwr share | `a little over two fifths` |
| Most frequent cells after synthesis | `buf_4 (70), dfxtp_1 (21), nor2_1 (13)` |
| Final Non-Filler Cells | `roughly 300` |
| Clock skew | `0.00240 ns` |
| Switching Fraction | `roughly 28%` |
| Met1 wire length | `roughly 1700 um` |
| Fmax | `between 0.3 and 0.4 GHz` |
| Synth top cell by count | `buf_4` |
| FILL cells | `1022` |
| TritonCTS clock tree | `built` |
| Fp_density | `around a fifth` |
| Max Cap Viol | `0` |
| Synth Warn # | `1` |
| Via-to-Cell Ratio | `between 4 and 5` |
| WL met2 | `about 1700 um` |
| Initial antenna violation count | `0` |
| Critical Path RT | `approximately 2.2 ns` |
| GRT Util Overall | `under 10%` |
| Crit end category | `output port` |
| Yosys chip area | `around 1800 um2` |
| Worst-Margin Slew | `between 0.5 and 0.6 ns` |
| Die footprint | `13700 um2` |
| Biggest area cells | `buf_4 (29%), dfxtp_1 (23%), ha_1 (4.8%)` |
| Row count | `35` |
| Clk Latency, worst-skew pair | `0.37 ns` |
| Dominant register cell | `dfxtp_1` |
| Ys flops | `21` |
| Design Area, Final | `1860 um2` |
| Post-synth EDFFs | `0` |
| Setup violators final | `0` |
| Die Span Y | `between 100 and 150 um` |
| Hold buffers post-CTS | `0` |
| Post-Syn Instances | `around 210` |
| Hold crit path type | `reg -> reg` |
| WL per Instance | `around 13 um` |
| Pint | `around 680 uW` |
| Switching power | `approximately 260 uW` |
| Final Slew Violations | `0` |
| Dominant cell area share | `between 20 and 30%` |
| Vias in the first global route | `between 1000 and 1500` |
| DRT Wirelength | `3850 um` |
| Final min period | `2.67 ns` |
| Yosys stat cell total | `approximately 210` |
| First-pass GRT wire length | `between 6000 and 7000 um` |
| Period utilization | `a little over nine tenths` |
| Max rail drop VDD | `roughly 0.30 mV` |
| Routed wire length on met3 | `340 um` |
| Share of cells above drive strength 1 | `18.0%` |
| Setup_tns | `0 ns` |
| Area Growth Syn to Fin | `1.16%` |
| # diodes | `0` |
| Tool warnings | `28` |
| Cell area after synthesis | `between 1500 and 2000 um2` |
| Power density cells | `506 nW/um2` |
final timing paths:
kind / startpoint / endpoint / slack (ns) / depth (start not counted)
setup / recovery: data_cnt[3]$_SDFFE_PP0P_ / fifo_rd_err / 0.13 / 3
hold / removal: write_addr[2]$_SDFFE_PP0P_ / write_addr[2]$_SDFFE_PP0P_ / 0.50 / 2
setup reg to reg: data_cnt[5]$_SDFFE_PP0P_ / data_cnt[5]$_SDFFE_PP0P_ / 0.41 / 8
hold reg to reg: write_addr[2]$_SDFFE_PP0P_ / write_addr[2]$_SDFFE_PP0P_ / 0.50 / 2
metrics by stage:
| stage | total power, uW | worst slack (ns) | hold slack, ns |
|---|---|---|---|
| finish | 941 | 0.133 | 0.502 |
| global route | 1000 | 0.0178 | 0.526 |
| CTS | 962 | 0.0903 | 0.507 |
| detailed placement | 584 | -0.0472 | 0.488 |
| global placement | 584 | -0.0263 | 0.476 |
| floorplan | 555 | 0.383 | 0.437 |
logic make-up after synthesis:
family	Yosys count	synth area share (%)
AOI/OAI and AO/OA	44	19.4
xor gates and xnor gates	7	3.33
adders and majority gates	8	5.85
buffers and inverters	79	30.9
DFF	21	22.9
muxes	4	2.18
other	1	0.204
and+or+nand+nor	49	15.3
cells in the final DEF, fill, tap and decap left out, drive strengths merged, types with 3 or more instances in the layout:
cell	synthesis	final
xor2	3	3
xnor2	4	4
buf	73	12
clkdlybuf4s50	0	24
nor2	13	13
inv	4	4
dfxtp	21	21
ha	7	7
nand2b	3	3
o211ai	4	4
nor3	7	7
nand2	3	3
clkbuf	2	7
a21oi	9	9
o21ai	6	6
a211oi	6	6
mux2i	4	4
nand3	9	9
layout make-up:
type                            instances  area [um2]  area share (%)
Inverter                                4        15.0           0.807
Clock inverter                          1        5.00           0.269
Clock buffer                            9         116            6.25
Timing Repair Buffer                   34         310            16.7
Multi-Input combinational cell        114         855            45.9
Tap cell                              111         139            7.46
Sequential cell                        21         420            22.6
state kept, by name, summed over array words and instances, names as in the netlist:
signal      cells
fifo_full       1
write_addr      6
data_cnt        7
read_addr       6
fifo_empty      1
worst max-delay path: stages, from the launching register on:
cell	delay, ns
dfxtp_1	0.39
or4_1	0.58
nor3_1	0.25
clkdlybuf4s50_1	0.52
per-layer routing:
layer | GRT usage [%] | vias to the layer above
met1 | 6.94 | 588
li1 | - | 622
met4 | 2.72 | 0
met2 | 8.06 | 47
met5 | 0 | -
met3 | 2.43 | 16
power groups by stage:
stage	Clock [uW]	Sequential [uW]	Combinational [uW]
after global routing	445	326	231
after CTS	429	324	209
final	409	324	209
Power and IR drop assume default switching activity.
