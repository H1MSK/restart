<file path="flow/run.sh">
#!/bin/bash
# OpenROAD 26Q1-2900-gdf79404cd8, Yosys 0.63+post, stock flow scripts
make -C /OpenROAD-flow-scripts/flow DESIGN_CONFIG=/design/flow/config.mk WORK_HOME=/design/flow/orfs finish
</file>
<file path="flow/config.mk">
export PLATFORM = sky130hd
export DESIGN_NAME = fifo_switch
export DESIGN_NICKNAME = fifo_switch
export VERILOG_FILES = /design/flow/design.v
export SDC_FILE = /design/flow/constraint.sdc
export NUM_CORES = 4
export LEC_CHECK = 1
export CORE_AREA = 10 10 127 127
export DIE_AREA = 0 0 137 137
</file>
<file path="flow/constraint.sdc">
current_design fifo_switch

set clk_period 1.0
set clk_io_pct 0.2

create_clock -name clk0 -period $clk_period

set non_clock_inputs [all_inputs -no_clocks]
set_input_delay [expr $clk_period * $clk_io_pct] -clock clk0 $non_clock_inputs
set_output_delay [expr $clk_period * $clk_io_pct] -clock clk0 [all_outputs]
</file>
<file path="flow/design.v">
`timescale 1ns / 1ps
module fifo_switch#(
    parameter ADDR_WIDTH=32,
    parameter DATA_WIDTH=32,
    parameter WEN_WIDTH=DATA_WIDTH / 8 + (DATA_WIDTH & 7 ? 1 : 0)
)(
    input [ADDR_WIDTH-1:0]  P0_Addr,
    input                   P0_EN,
    input [DATA_WIDTH-1:0]  P0_Din,
    output [DATA_WIDTH-1:0] P0_Dout,
    input [WEN_WIDTH-1:0]   P0_WEN,
    input                   P0_Clk,
    input                   P0_Rst,
    input [ADDR_WIDTH-1:0]  P1_Addr,
    input                   P1_EN,
    input [DATA_WIDTH-1:0]  P1_Din,
    output [DATA_WIDTH-1:0] P1_Dout,
    input [WEN_WIDTH-1:0]   P1_WEN,
    input                   P1_Clk,
    input                   P1_Rst,
    output [ADDR_WIDTH-1:0] O_Addr,
    output                  O_EN,
    output [DATA_WIDTH-1:0] O_Din,
    input [DATA_WIDTH-1:0]  O_Dout,
    output [WEN_WIDTH-1:0]  O_WEN,
    output                  O_Clk,
    output                  O_Rst,
    input                   sel
);
    assign O_Addr = sel ? P1_Addr : P0_Addr;
    assign O_EN = sel ? P1_EN : P0_EN;
    assign O_Din = sel ? P1_Din : P0_Din;
    assign P0_Dout = sel ? 0 : O_Dout;
    assign P1_Dout = sel ? O_Dout : 0;
    assign O_WEN = sel ? P1_WEN : P0_WEN;
    assign O_Clk = sel ? P1_Clk : P0_Clk;
    assign O_Rst = sel ? P1_Rst : P0_Rst;
endmodule
</file>
==> changes_impl.md <==
### Physical design

* Unrepaired setup endpoints after global routing: yes
* Ys cells at 150
* Io pins at 310
* Cycle use final at 1.40
* Row count at 42
* Failing checks: setup timing
* P per Cell Area at 403 nW/um^2
* GRT Resource Usage Total at 0.127
* Post-route antenna net violation count at 0
* Die height at 137 microns
* IR drop worst, VDD at 0.164 mV
* # diodes at 0
* Die area at 18800 sq um
* Most frequent cell after synthesis: mux2_2
* Residual DRC at 0
* Cell-internal power at 1640 uW
* Num sequential at 0
* Crit path max-delay family: buffers and inverters
* Max-area cell share at 0.600
* Synth area leaders: mux2_2, and2_1, nor2b_1
* Routability cong. at 0.909
* Leak pwr at 0.00299 uW
* CP endpoint kind: output pin
* Seq pwr share at 0
* Largest net degree at the start of global routing at 9
* Cell Area, Synth at 1330 sq um
* Tightest Pin Transition at 0.145 ns
* Hold_sp: P0_Addr[14]
* Initial antenna violation count at 1
* 1st-pass router iterations at 4
* Cell count after synthesis at 150
* CP max-delay cell: mux2_4
* Synth warn at 0
* Crit-path cells: buf_16, buf_16, buf_6, buf_6, buf_6, mux2_4, buf_6
* Cell variety after synth at 8
* Routed WL at 13500 microns
* Yosys top cell by area: mux2_2
* Detailed Place HPWL at 10400 microns
* Final Instance Area at 5530 sq um
* IO buf count at 310
* First-pass GRT wire length at 18100 microns
* WP buf/inv at 6
* Vias in the first global route at 2839
* Share of cells above drive strength 1 at 0.607
* Max Cap Violations at 0
* Net Sw Power at 591 uW
* CP max FO at 7
* Fillers at 1272
* Dpl cells at 628
* Chip width at 137 microns
* Area after DPL at 4610 sq um
* Req. time, crit path at 0.80 ns
* Slew Viols, Final at 0
* Core ar. at 13300 sq um
* Hold Path Cell Cnt at 3
* Via density at 3.74
* Largest stage delay, worst path at 0.30 ns
* F_max at 712 MHz
* Worst Path Arrival at 1.20 ns
* Kind of critical path: input port to output pin
* Routed wire per std cell at 19.6 microns
* Avg Inst Size Synth at 8.88 sq um
* Combinational share of power at 1.000
* GRT overflow at 0
* Most frequent cells after synthesis: mux2_2, and2_1, nor2b_1
* Slew headroom at 0.903
* Setup crit start kind: input port
* Final setup violation count at 126
* Comb gate area at 1560 sq um
* Log Warnings at 34
* Layout clock buffer count at 0
* Most frequent CP cell: buf_6
* Min-Delay Path Class: input port to output pin
* Total number of vias at 2587
* Seq/Total Area, Yosys at 0
* Worst Hold End: O_Addr[14]
* Clock Power Share at 0
* FP Util at 0.0998
* Period minus WS final at 1.40 ns
* Iter 0 DRT Violations at 48
* Flop area at 0 sq um
* YS chip area at 1330 sq um
* Final worst setup slack at -0.404 ns
* Non-Filler Instances at 692
* Hold Buf Count CTS at 0
* Sw Share at 0.265
* Area delta synth->final at 315%
* Final hold vios at 0
* Post-place setup slack at -0.605 ns
* Outcome: finished, violations left
## area by class of cell
cell class	count	area share
tap	176	0.0398
multi-input combinational	135	0.282
timing repair buffer	381	0.678
## repair_timing
| action | CTS | global route |
|---|---|---|
| endpoints found under the setup margin | 135 | 133 |
| resized | 762 | 87 |
| setup buffers | 47 | 16 |
| pin swaps | 7 | 5 |
| gates cloned | 14 | 0 |
## routing by layer
layer | global-route usage | wire length [microns] | up-vias
li1 | - | - | 1250
met4 | 0.00527 | 51 | 2
met1 | 0.153 | 5280 | 1171
met5 | 0 | 13 | -
met3 | 0.0428 | 1380 | 4
met2 | 0.225 | 6820 | 160
## logic make-up after synthesis
logic type / synth area share
muxes: 0.600
and+or+nand+nor: 0.300
buffers and inverters: 0.0995
## power groups by stage
stage,sequential (uW),combinational (uW),clock [uW]
5_1_grt,0,2370,0
6_report,0,2230,0
4_1_cts,0,2170,0
## placed cells by master (no fill, tap or decap)
master,n
buf_2,61
and2_4,29
mux2_2,6
clkdlybuf4s50_1,13
buf_12,10
buf_16,9
buf_8,13
buf_4,6
nor2b_1,26
dlygate4sd2_1,156
nor2b_4,6
and2_1,3
dlymetal6s2s_1,5
clkbuf_2,3
mux2_4,65
buf_6,105
## tightest hold or removal path, delay by kind of cell
kind | cells | cell delay (ns)
buffers and inverters | 2 | 0.16
multiplexers | 1 | 0.14
## worst max-delay path by stage
stage,start,endpoint,slack [ns],cells past startpoint
after global routing,sel,O_Din[12],-0.43,7
final,sel,O_Din[12],-0.40,7
after CTS,sel,O_Rst,-0.42,7
## per-stage QoR
stage          hold slack [ns]  total power, uW   util  setup TNS, ns
2_1_floorplan            0.463              374      -              0
3_3_place_gp              1.22             1860  0.345         -70.47
3_5_place_dp              1.22             1860  0.345         -71.31
4_1_cts                  0.803             2170  0.402         -27.51
5_1_grt                  0.723             2370  0.414         -28.60
6_report                 0.703             2230  0.414         -25.77
Power and IR drop assume default switching activity.
